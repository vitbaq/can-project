--- /design/flow/config.mk ---
export PLATFORM = sky130hd
export DESIGN_NAME = frameMakerTop
export DESIGN_NICKNAME = frameMakerTop
export VERILOG_FILES = /design/flow/design.v
export SDC_FILE = /design/flow/constraint.sdc
export NUM_CORES = 4
export LEC_CHECK = 1
export CORE_AREA = 10 10 75 75
export DIE_AREA = 0 0 85 85
--- /design/flow/run.sh ---
#!/bin/bash
# OpenROAD 26Q1-2900-gdf79404cd8, Yosys 0.63+post, stock flow scripts
make -C /OpenROAD-flow-scripts/flow DESIGN_CONFIG=/design/flow/config.mk WORK_HOME=/design/flow/orfs finish
--- /design/flow/design.v ---
module frameMakerTop (samplePoint, canRX, frameReady, isError, endOverload, isStart);
	input wire samplePoint, canRX,  frameReady, isError;
	output wire endOverload, isStart;
	wire isOverloadFromInterframe;
	interFrameSpace ifs (samplePoint, canRX, frameReady, endOverload, isOverloadFromInterframe, isStart);
	overload ov (samplePoint, canRX, isOverloadFromInterframe, isError, endOverload);
endmodule
module interFrameSpace (samplePoint, canRX, frameReady, endOverload, isOverload, isStart);
	input wire samplePoint, canRX, frameReady, endOverload;
	output wire isOverload, isStart;
	parameter bit1_intermission = 0, bit2_intermission = 1, bit3_intermission = 2, bus_idle = 3;
	reg [2:0]state = bus_idle;
	reg isOverload0 = 0, isStart0 = 0, hey0 = 0;
	assign isOverload = isOverload0;
	assign isStart = isStart0;
	always @ (posedge samplePoint) begin
		if (frameReady == 0)begin
			state <= bit1_intermission;
			isOverload0 <= 0;
			isStart0 <= 0;
		end
		if (isOverload) begin
			isOverload0 <= 0;
		end
		if (frameReady == 1 && endOverload == 1) begin
			if (canRX == 1) begin
				state <= bit2_intermission;
				isOverload0 <= 0;
				isStart0 <= 0;
			end else begin
				state <= bit1_intermission;
				isOverload0 <= 1;
				isStart0 <= 0;
			end
		end
		if (frameReady == 1 && endOverload == 0) begin
			case (state)
				bit1_intermission:
					if (canRX == 1) begin
						state <= bit2_intermission;
						isOverload0 <= 0;
						isStart0 <= 0;
					end else begin
						state <= bit1_intermission;
						isOverload0 <= 1;
						isStart0 <= 0;
					end
				bit2_intermission:
					if (canRX == 1) begin
						state <= bit3_intermission;
						isOverload0 <= 0;
						isStart0 <= 0;
					end else begin
						state <= bit1_intermission;
						isOverload0 <= 1;
						isStart0 <= 0;
					end
				bit3_intermission:
					if (canRX == 1) begin
						state <= bus_idle;
						isOverload0 <= 0;
						isStart0 <= 0;
					end else begin
						state <= bit1_intermission;
						isOverload0 <= 0;
						isStart0 <= 1;
					end
				bus_idle:
					if (canRX == 1) begin
						state <= bus_idle;
						isOverload0 <= 0;
						isStart0 <= 0;
					end else begin
						state <= bit1_intermission;
						isOverload0 <= 0;
						isStart0 <= 1;
					end
			endcase
		end
	end
endmodule
module overload (samplePoint, canRX, isOverload, isError, endOverload);
	input wire samplePoint, canRX, isOverload, isError;
	output wire endOverload;
	parameter overload_flag = 0, overload_superposition = 1, overload_delimiter = 2;
	reg [1:0]state = overload_flag;
	reg [4:0]count = 0;
	reg endOverload0 = 0;
	reg alredyOverError = 0;
	assign endOverload = endOverload0;
	always @ (posedge samplePoint) begin
		if (endOverload0) begin
			endOverload0 <= 0;
		end
		if (isOverload == 1 || isError == 1 || alredyOverError == 1) begin
			case (state)
				overload_flag:  
					if (isOverload == 1 || alredyOverError == 1) begin
						if (canRX == 0) begin 
							if (count == 4) begin
								state <= overload_superposition;
								count <= count + 1;
							end else begin
								alredyOverError <= 1;
								count <= count + 1;
							end
						end else if (canRX == 1) begin
							alredyOverError <= 1;
							count <= 0;
							state <= overload_flag;
						end
					end else if (isError == 1 || alredyOverError == 1) begin
						if (canRX == 0) begin 
							if (count == 5) begin
								state <= overload_superposition;
								count <= count + 1;
							end else begin
								alredyOverError <= 1;
								count <= count + 1;
							end
						end else if (canRX == 1) begin
							alredyOverError <= 1;
							count <= 0;
							state <= overload_flag;
						end
					end
				overload_superposition:
					if (canRX == 0) begin 
						if (count < 11) begin
							count <= count + 1;
						end else begin
							count <= 0;
							state <= overload_flag;
						end
					end else if (canRX == 1) begin
						state <= overload_delimiter;
						count <= 1;
					end
				overload_delimiter:
					if (canRX == 1) begin 
						if (count < 7) begin
							count <= count + 1;
						end else begin
							endOverload0 <= 1;
							alredyOverError <= 0;
							state <= overload_flag;
							count <= 0;
						end
					end else if (canRX == 0) begin
						if (count == 7) begin 
							state <= overload_flag;
							count <= 1;
						end else begin
							count <= 0;
							state <= overload_flag;
						end
					end
			endcase
		end
	end
endmodule
--- /design/flow/constraint.sdc ---
current_design frameMakerTop

set clk_period 2.8
set clk_io_pct 0.2

create_clock -name clk0 -period $clk_period [get_ports {samplePoint}]

set non_clock_inputs [all_inputs -no_clocks]
set_input_delay [expr $clk_period * $clk_io_pct] -clock clk0 $non_clock_inputs
set_output_delay [expr $clk_period * $clk_io_pct] -clock clk0 [all_outputs]
==> results.json <==
{
  "via_count": 624,
  "post_route_cells_drive_above_1_share": 0.135,
  "r2r_setup_slack_ns": 1.11,
  "worstPathArrival_ns": 1.89,
  "grt_antenna_before_repair": 0,
  "drt_iter0_markers": 34,
  "hp-class": "flop to flop",
  "min_path_cells": 2,
  "utilization": 0.250,
  "number_of_cells_on_the_critical_path": 4,
  "core_util_floorplan": 0.212,
  "netlist_instances": 89,
  "global_route.overflow_total": 0,
  "totalWireLength_mm": 1.53,
  "worstHoldStart": "ifs.state[0]",
  "synth-edff-count": 8,
  "setup.worst_path.class": "input port to flop",
  "peakVddDrop_v": 0.000329,
  "worst_clock_skew_ns": 0.00133,
  "tritoncts_num_sinks": 14,
  "postSynth.topFlopCell": "sky130_fd_sc_hd__edfxtp_1",
  "design_area_um2": 1010,
  "rows": 23,
  "most_frequent_cell_after_synthesis": "sky130_fd_sc_hd__nor2_1",
  "critical_path.cell_chain": "clkdlybuf4s50_1 > and4_4 > nor3_2 > o21a_1",
  "unrepaired_setup_endpoints_after_global_routing": "false",
  "cts-resized-gates": 0,
  "timing.rr.end": "ov.alredyOverError",
  "antenna_left": 0,
  "power.internal_w": 0.000624,
  "result_of_the_run": "finished clean",
  "cp_top_family": "buffers and inverters",
  "timing.final.max_slew_violations": 0,
  "r2r_start": "ov.count[0]",
  "endpoint_kind": "flop",
  "synth.avg_cell_area_um2": 9.69,
  "die_w_um": 85,
  "netlist_top_cells_count": "15 x sky130_fd_sc_hd__nor2_1, 8 x sky130_fd_sc_hd__edfxtp_1, 7 x sky130_fd_sc_hd__a21oi_1, 7 x sky130_fd_sc_hd__ha_1",
  "global_route.usage.met2": 0.0668,
  "synth_cell_types": 31,
  "power.share.sequential": 0.397,
  "placed_cells_incl_taps": 142,
  "worst_hold_path.endpoint": "ifs.state[0]",
  "asr_flop_ratio_synth": 0,
  "detail_route.vias_per_cell": 4.27,
  "design.portCount": 6,
  "p_sw_frac": 0.377,
  "instances_no_fill": 146,
  "ys_ff": 14,
  "drt-pass1-iter-count": 4,
  "synth-cells-yosys": 89,
  "chip_area_um2": 7230,
  "ff2ff_path_depth": 6,
  "tns_ns": 0,
  "dpl-instance-area_um2": 958,
  "pin_slew_with_the_least_headroom_to_its_limit_ns": 0.489,
  "crit_fanout": 15,
  "cp-start-kind": "input port",
  "total_track_usage": 0.0411,
  "sequential_cell_area_fraction_in_the_yosys_report": 0.418,
  "area_delta_synth_final_pct": 17.6,
  "global_route_wire_length_before_repair_mm": 2.60,
  "yosys.area.top_type": "sky130_fd_sc_hd__edfxtp_1",
  "placer_congestion_estimate": 0.875,
  "antenna_cells": 0,
  "clock_latency_ns": 0.24,
  "htree_levels": 1,
  "cap_violations": 0,
  "synthTopCellsByArea": "sky130_fd_sc_hd__edfxtp_1 28%, sky130_fd_sc_hd__dfxtp_1 14%, sky130_fd_sc_hd__ha_1 10%",
  "required_time_of_the_critical_path_ns": 2.80,
  "cts_root_buffer": "sky130_fd_sc_hd__clkbuf_8",
  "setup_violations": 0,
  "largest_net_degree_at_the_start_of_global_routing": 16,
  "postCtsHoldBufs": 0,
  "path_clk_slew_ns": 0.06,
  "proportion_of_power_drawn_by_combinational_gates": 0.410,
  "grt_pass1_vias": 616,
  "grt.met1_usage": 0.0537,
  "cts_inserted_buffers": 3,
  "crit_share_post_route": 0.675,
  "globalRoute.busiestLayer": "met2",
  "syn_area_um2": 862,
  "grt_use_met3": 0.0116,
  "slew-limit-headroom": 0.672,
  "chipHeight_um": 85,
  "yosys_area_um2": 862,
  "tool_warnings": 30,
  "detailed_place_hpwl_mm": 1.13,
  "tritoncts": "built",
  "final_routed_drc_violation_total": 0,
  "power_leakage_nw": 0.379,
  "pwr_density_cell_nw_per_um2": 988,
  "yosysTopAreaCellShare": 0.279,
  "post-cts-setup-buffers": 0,
  "io_buffer_count": 5,
  "hold_viol": 0,
  "design.core.area_um2": 4060,
  "path_buffers": 1,
  "synth-warning-count": 2,
  "routedWlPerCell_um": 10.5,
  "clockPowerShare": 0.192,
  "total_switching_power_w": 0.000377,
  "timing.critical_path.slowest_stage_cell": "sky130_fd_sc_hd__clkdlybuf4s50_1",
  "layout_min_cycle_time_ns": 1.89,
  "maxClockFrequency_mhz": 529,
  "slowest_delay_ns": 0.77,
  "clockBufferDepth": 2
}
state kept, by name, summed over array words and instances (netlist names):
name	cells
ov.alredyOverError	1
ifs.isOverload0	1
ifs.state	3
ifs.isStart0	1
ov.state	2
ov.count	5
ov.endOverload0	1
area by class of cell:
cell class / count / area, um2
clock buffers: 4 / 55.1
inverters: 7 / 26.3
repair buffers: 5 / 50.0
flip-flops and latches: 14 / 360
multi-input cells: 66 / 459
fillers: 418 / 3040
well taps: 50 / 62.6
metal layers:
metal | routed length [um] | vias to the layer above
li1 | - | 324
met1 | 732 | 283
met2 | 697 | 13
met3 | 72 | 4
met4 | 23 | 0
met5 | 0 | -
power by group through the flow:
stage	combinational [W]	clock (W)	sequential [W]
CTS	0.000412	0.000200	0.000397
global route	0.000452	0.000210	0.000407
finish	0.000411	0.000193	0.000398
how the worst max path moves through the flow:
stage	startpoint	endpoint	slack, ns
finish	canRX	ov.state[0]	0.91
CTS	canRX	ov.state[1]	0.92
global route	canRX	ov.state[0]	0.85
cell usage in the layout, fill, tap and decap left out, types with 2 or more instances in the layout:
cell / n
sky130_fd_sc_hd__dfxtp_1: 6
sky130_fd_sc_hd__nor3b_1: 3
sky130_fd_sc_hd__nand2b_1: 2
sky130_fd_sc_hd__nor2_1: 15
sky130_fd_sc_hd__ha_1: 7
sky130_fd_sc_hd__a21oi_1: 7
sky130_fd_sc_hd__nand3_1: 4
sky130_fd_sc_hd__o21a_1: 2
sky130_fd_sc_hd__edfxtp_1: 8
sky130_fd_sc_hd__nor3_1: 2
sky130_fd_sc_hd__nand2_1: 5
sky130_fd_sc_hd__clkbuf_8: 4
sky130_fd_sc_hd__xnor2_1: 2
sky130_fd_sc_hd__clkdlybuf4s50_1: 5
sky130_fd_sc_hd__o21ai_1: 2
sky130_fd_sc_hd__inv_1: 6
sky130_fd_sc_hd__o211ai_1: 2
worst reg2reg max path: cells and delay by family (launching register included):
kind            cells  cell delay (ns)
buf+inv             1             0.12
compound gates      4             0.59
flops               1             0.48
fa+ha+maj           1             0.22
logic make-up (layout without fill, tap and decap cells):
group | Yosys count | after routing | synth area share
AOI/OAI and AO/OA | 19 | 19 | 0.160
xor gates and xnor gates | 3 | 3 | 0.0305
adders and majority gates | 7 | 7 | 0.102
buffers and inverters | 9 | 16 | 0.0493
DFF | 14 | 14 | 0.418
muxes | 1 | 1 | 0.0116
and+or+nand+nor | 36 | 36 | 0.229
stage by stage:
step           hold WS (ns)  worst slack (ns)  power [W]
2_1_floorplan         0.438              1.28   0.000725
3_3_place_gp          0.466             0.703   0.000797
3_5_place_dp          0.466             0.656   0.000800
4_1_cts               0.474             0.917    0.00101
5_1_grt               0.511             0.846    0.00107
6_report              0.468             0.911    0.00100
Power is estimated from default activity; no workload was simulated.
