===== flow/run.sh =====
#!/bin/bash
# OpenROAD 26Q1-2900-gdf79404cd8, Yosys 0.63+post, stock flow scripts
make -C /OpenROAD-flow-scripts/flow DESIGN_CONFIG=/design/flow/config.mk WORK_HOME=/design/flow/orfs finish

===== flow/config.mk =====
export PLATFORM = sky130hd
export DESIGN_NAME = frameSize
export DESIGN_NICKNAME = frameSize
export VERILOG_FILES = /design/flow/design.v
export SDC_FILE = /design/flow/constraint.sdc
export NUM_CORES = 4
export LEC_CHECK = 1
export CORE_AREA = 10 10 70 70
export DIE_AREA = 0 0 80 80

===== flow/constraint.sdc =====
current_design frameSize

set clk_period 1.6
set clk_io_pct 0.2

create_clock -name clk0 -period $clk_period [get_ports {sp}]

set non_clock_inputs [all_inputs -no_clocks]
set_input_delay [expr $clk_period * $clk_io_pct] -clock clk0 $non_clock_inputs
set_output_delay [expr $clk_period * $clk_io_pct] -clock clk0 [all_outputs]

===== flow/design.v =====
module frameSize
(
	input	sp, isStuff, reset,
	output reg [9:0] size
);
	initial begin
		size <= 0;
	end
	always @ (posedge sp or posedge reset) begin
		if (reset)
			begin
				size <= 10'b0;
			end
		else if (~isStuff)
			begin
				size <= size + 1;
			end
	end
endmodule

==> impl_metrics.tcl <==
# collected from the flow reports
set metrics [dict create \
    routed_via_density 3.34 \
    nFillCells 384 \
    vias 327 \
    rsz0062_at_grt "false" \
    postPlaceCellArea_um2 644 \
    maxCapViolCount 0 \
    clkTransAtPathRegs_ps 60 \
    ir_drop_mv 0.720 \
    setup_ws_ps 84.2 \
    ys_seq_frac 0.536 \
    syn_to_final_growth_pct 43.7 \
    die_w_um 80 \
    crit_chain "clkdlybuf4s50_1" \
    grtUsageTotal 0.0322 \
    clock-sinks 10 \
    clk_latency_ps 250 \
    n_antenna_cell 0 \
    period_used_share 0.947 \
    layout.cells.non_filler 98 \
    setup_viol 0 \
    largest_register "size" \
    cts_tree "done" \
    cpPeakStageDelay_ps 510 \
    startpoint_type "flop" \
    path_delay_family "buffers and inverters" \
    port_buffers 12 \
    p_seq_frac 0.498 \
    clock_path_buffers 2 \
    p_clk_frac 0.162 \
    swShare 0.316 \
    wirelength_um 970 \
    htreeDepth 1 \
    post-cts-setup-buffers 0 \
    arrival_ps 1200 \
    initCoreUtil 0.137 \
    ys_ff 10 \
    path_buffers 1 \
    drc 0 \
    p_switching_uw 309 \
    combPwrFrac 0.341 \
    die_area_um2 6400 \
    numPlacedInstances 95 \
    logic_area_um2 213 \
    yosysWarningCount 1 \
    dp_hpwl_um 782 \
    drv_slew 0 \
    clock_skew_ps 0.374 \
    end_kind "primary output" \
    syn_area_per_cell_um2 12.6 \
    antenna_found_initial 0 \
    die_h_um 80 \
    grt_max_degree 11 \
    finalInstanceArea_um2 671 \
    setup_tns_ps 0 \
    seq_area_um2 254 \
    io_pins 13 \
    numCtsBuffers 3 \
    drive_above_1_share 0.192 \
    cts_root_buffer "clkbuf_4" \
    worst_slew_pin_slew_ps 378 \
    critPathKind "reg2out" \
    largestRegisters "size: 10 flops" \
    drt_iter0_markers 8 \
    yosys-stat-cells 37 \
    grt_first_pass_wirelength_um 1650 \
    grt_pass1_vias 355 \
    overflow 0 \
    worstPathMaxFanout 5 \
    rows 21 \
    hold_violations 0 \
    synth_cell_types 16 \
    cp_slowest_cell "clkdlybuf4s50_1" \
    cp.required_ps 1280 \
    wl_per_cell_um 9.90 \
    status "finished clean" \
    p_leak_nw 0.279 \
    ys_chip_area_um2 467 \
    netlist_area_um2 467 \
    clock.fmax_mhz 660 \
    pre_cts_slack_ps 97.7 \
    p_per_area_nw_per_um2 1460 \
    largest_reg_flops 10 \
    whs_ps 344 \
    hold_path.class "in2async" \
    drtPass1Iterations 3 \
    core_area_um2 3420 \
    warnings 25 \
    postSynthCellCount 37 \
    period_needed_ps 1520 \
    internal-power_uw 669 \
    antenna_left 0 \
    place_congestion 0.769 \
    relSlewSlack 0.748 \
]
per-stage QoR:
step / utilization / power, mW
after floorplan: - / 0.595
after global placement: 0.189 / 0.819
after detailed placement: 0.189 / 0.823
after CTS: 0.195 / 0.991
after global routing: 0.196 / 1.06
final: 0.196 / 0.978
cells by family (layout without fill, tap and decap cells):
group / Yosys count / in the layout / share of synthesized area
XOR/XNOR: 9 / 9 / 0.169
multiplexers: 1 / 1 / 0.0241
AND/OR/NAND/NOR: 15 / 15 / 0.236
buffers and inverters: 1 / 16 / 0.00804
flip-flops: 10 / 10 / 0.536
adder cells (fa/ha/maj): 1 / 1 / 0.0268
placed cells by master, fill, tap and decap left out:
master / n
nand2b_1: 1
mux2_2: 1
nor2b_1: 1
clkdlybuf4s50_1: 12
dfrtp_2: 3
xnor2_1: 6
nand4b_4: 1
ha_1: 1
xor2_1: 3
inv_1: 1
nor3_2: 2
and3_1: 1
nand4_1: 1
nand2_1: 2
clkbuf_4: 3
and4b_1: 1
nand3_1: 4
nor2_1: 1
dfrtp_1: 7
synth_stat cells:
cell type	number	area share
and4b_1	1	0.021
nand2b_1	1	0.013
inv_1	1	0.0080
mux2_2	1	0.024
ha_1	1	0.027
dfrtp_1	10	0.54
nand2_1	2	0.016
nand3_1	4	0.043
xnor2_1	6	0.11
nor2_1	1	0.0080
and3_1	1	0.013
nand4b_4	1	0.051
nand4_1	1	0.013
nor3_2	2	0.043
xor2_1	3	0.056
nor2b_1	1	0.013
power by group through the flow:
stage	sequential, mW	combinational, mW	clock, mW
after CTS	0.481	0.342	0.168
final	0.487	0.333	0.158
after global routing	0.504	0.373	0.188
timing repair:
item | CTS | global route
setup endpoints to repair | 0 | 3
hold buffers | 0 | 0
endpoints found under the hold margin | 0 | 0
gates resized | 0 | 3
worst paths after layout:
kind | cells after the start | slack, ps | start | end
worst max-delay path | 1 | 80 | size[6]$_DFFE_PP0N_ | size[6]
worst min-delay path | 2 | 340 | reset | size[9]$_DFFE_PP0N_
worst max register to register | 2 | 490 | size[0]$_DFFE_PP0N_ | size[1]$_DFFE_PP0N_
worst min register to register | 1 | 460 | size[9]$_DFFE_PP0N_ | size[9]$_DFFE_PP0N_
max in group asynchronous | 2 | 960 | reset | size[3]$_DFFE_PP0N_
min in group clk0 | 1 | 460 | size[9]$_DFFE_PP0N_ | size[9]$_DFFE_PP0N_
layer usage:
metal	vias to the layer above	track usage	wire (µm)
met4	0	0.00352	9
met2	12	0.0441	349
met1	156	0.0409	513
met5	-	0	0
met3	2	0.0239	97
li1	157	-	-
area by class of cell:
cell class              count  area share
flip-flops and latches     10       0.379
multi-input cells          26       0.317
clock buffers               3      0.0336
well taps                  46      0.0858
inverters                   1     0.00560
repair buffers             12       0.179
Power is estimated from default activity; no workload was simulated.
