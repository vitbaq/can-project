--- flow/config.mk ---
export PLATFORM = sky130hd
export DESIGN_NAME = frameStorage
export DESIGN_NICKNAME = frameStorage
export VERILOG_FILES = /design/flow/design.v
export SDC_FILE = /design/flow/constraint.sdc
export NUM_CORES = 4
export LEC_CHECK = 1
export CORE_AREA = 10 10 387 387
export DIE_AREA = 0 0 397 397
--- flow/constraint.sdc ---
current_design frameStorage

set clk_period 1.0
set clk_io_pct 0.2

create_clock -name clk0 -period $clk_period [get_ports {sp}]

set non_clock_inputs [all_inputs -no_clocks]
set_input_delay [expr $clk_period * $clk_io_pct] -clock clk0 $non_clock_inputs
set_output_delay [expr $clk_period * $clk_io_pct] -clock clk0 [all_outputs]
--- flow/design.v ---
module frameStorage
(
	input	sp, CAN_RX, isStuff, reset,
	output reg [589:0] frame
);
	initial begin
		frame = 0;
	end
	always @ (posedge sp or posedge reset) begin
		if (reset)
			begin
				frame = 0;
			end
		else if (~isStuff)
			begin
				frame = frame << 1;
				frame = frame + CAN_RX;
			end
	end
endmodule
--- flow/run.sh ---
#!/bin/bash
# OpenROAD 26Q1-2900-gdf79404cd8, Yosys 0.63+post, stock flow scripts
make -C /OpenROAD-flow-scripts/flow DESIGN_CONFIG=/design/flow/config.mk WORK_HOME=/design/flow/orfs finish
==> results.toml <==
# physical design summary
[synth]
syn_inst = 1247
ys_sh_mux_pct = 31.5
simple_gate_share_pct = 0
syn_area_per_cell_um2 = 17.9
ys_warn_count = 1
ys_sh_xor_pct = 0
ys.flops = 590
yosys_cells = 1247
fa_ha_area_share_pct = 0
postSynthSeqShare_pct = 66.2
yosysUniqueCellTypes = 7
synthAoiAreaFrac_pct = 0
ys_top_logic_family = "multiplexers"
syn_area_um2 = 22300
yosys.stat.chipArea_um2 = 22300

[route]
wirelength_um = 74300
vias = 15200
drtIter0Drc = 598
dr.pass1.iters = 4
drtAntennaViolNets = 0
vias_per_cell = 3.36
post_drt_wl_per_cell_um = 16.4
drc = 0

[critical_path]
cp_max_fo = 2
path_buffers = 1
cp_slowest_stage_delay_ns = 0.41
critPathTopFamily = "flip-flops"
worstPathCellList = "buf_2"
critPathKind = "flip-flop to primary output"
cp.arrival_ns = 1.21
required_ns = 0.80
crit_slowest_cell = "dfrtp_1"
r2r_slack_ns = -0.11
startpoint_type = "flip-flop"
crit_path_end_kind = "primary output"

[outcome]
status = "complete, but fails checks"
violations = "setup timing"

[finish]
syn_to_final_growth_pct = 65.9
combGateArea_um2 = 7890
fin_area_um2 = 37000
finalCoreUtilization_pct = 26.1
flop_area_um2 = 14800
lay_top_cells = "616 x buf_4, 590 x dfrtp_1, 543 x buf_2, 331 x mux2_4, 259 x mux2_2"
layout_top_cell = "buf_4"
largest_register_ff_count = 590
drive_gt1_share_pct = 76.9
fill_cells = 14500

[timing]
fin_crit_sh_pct = 141
finalCriticalPeriod_ns = 1.41
finalHoldViolations = 0
relSlewSlack_pct = 77.3
max_freq_mhz = 710
setup_ws_ns = -0.408
slew_violations = 0
finClkSkew_ns = 0.0204
rsz0062_at_grt = "yes"
setup_viol = 656
tightest_slew_ns = 0.340

[clock_tree]
cts_tree = "done"
cts_max_level = 3
max-clock-path-buffers = 3
cts_made_buffers = 70
cts-root-buf = "clkbuf_16"
cts_num_sinks = 590
clk_pin_slew_ns = 0.06
insertion_delay_ns = 0.64

[power_and_ir_drop]
static-leakage-power_nw = 20.9
share_seq_of_total_power_pct = 45.3
comb_power_share_pct = 7.6
vdd_drop_max_mv = 1.92
p_per_area_nw_per_um2 = 1470
sw_frac_of_total_pct = 22.5
switchingPower_mw = 12.3
p_int_mw = 42.2
power_frac_clock_pct = 47.1

[floorplan]
chipArea_um2 = 158000
die_w_um = 397
ios = 594
dieHeight_um = 397
core_um2 = 141000
row_count = 138
fp-utilization_pct = 15.8

[global_routing]
grt_pass1_wl_um = 110000
gr-usage-all-layers_pct = 9.26
antenna_found_initial = 7
grt-ovfl-total = 0
grt_pass1_vias = 16700
grt_start_max_net_pins = 39

[hold_path]
worstHoldPathType = "primary input to async pin"

[placed_design]
routabilityCongestion = 0.798
hpwl_um = 55400
placed_cell_area_um2 = 35800
numPortBuffers = 593

[flow_run]
tool_warnings = 28
maxCapViolCount = 0
==> metal layers <==
layer | GRT usage [%] | vias up | routed length, um
li1 | - | 7095 | -
met3 | 4.48 | 107 | 7920
met5 | 0 | - | 7
met1 | 11.5 | 7583 | 29800
met2 | 14.5 | 447 | 34300
met4 | 2.33 | 2 | 2230
==> area by class of cell <==
type | count | area share (%)
Inverter | 1 | 0.0203
Multi-Input combinational cell | 590 | 21.3
Tap cell | 1890 | 6.40
Clock buffer | 99 | 5.41
Timing Repair Buffer | 1334 | 26.1
Antenna cell | 2 | 0.0135
Sequential cell | 590 | 39.9
Clock inverter | 22 | 0.805
==> worst reg2reg max path, cell delays in order, from the launching register on <==
cell and delay, ns:
dfrtp_1 0.38, buf_6 0.11, buf_4 0.12, buf_4 0.12, mux2_4 0.25
==> synthesized netlist by cell type, drive strengths merged <==
master  count  area (um^2)
dfrtp     590        14800
mux2      590         7020
buf        66          505
inv         1         3.75
==> power by group through the flow <==
| stage | Clock [mW] | Sequential [mW] | Combinational [mW] |
|---|---|---|---|
| global route | 27.6 | 24.7 | 4.60 |
| finish | 25.6 | 24.7 | 4.14 |
| CTS | 26.8 | 24.7 | 4.04 |
==> path summary, 6_finish.rpt <==
kind	cells after the start	start	endpoint
min	3	reset	frame[178]$_DFFE_PP0N_
max in group asynchronous	4	reset	frame[446]$_DFFE_PP0N_
min reg2reg	1	frame[234]$_DFFE_PP0N_	frame[235]$_DFFE_PP0N_
min in group clk0	4	isStuff	frame[585]$_DFFE_PP0N_
max reg2reg	4	frame[305]$_DFFE_PP0N_	frame[306]$_DFFE_PP0N_
max	1	frame[207]$_DFFE_PP0N_	frame[207]
==> what timing repair did <==
item                                    4_1_cts  5_1_grt
setup buffers                               175      121
gates resized                              2078      133
gates cloned                                  0        2
endpoints found under the setup margin      591     1063
hold buffers                                  3        0
hold endpoints to repair                     12        0
==> logic make-up after synthesis <==
logic type | after synthesis
muxes | 590
buffers and inverters | 67
DFF | 590
==> metrics by stage <==
| step | std cells | hold WS, ns | total power, mW | worst slack [ns] | setup TNS [ns] |
|---|---|---|---|---|---|
| floorplan | 1247 | 0.350 | 27.1 | -7.24 | -4308.16 |
| global placement | 4260 | 0.513 | 29.5 | -0.314 | -247.71 |
| detailed placement | 4260 | 0.515 | 29.5 | -0.325 | -248.99 |
| CTS | 4558 | 0.0983 | 55.5 | -0.523 | -265.97 |
| global route | 4526 | 0.117 | 57.0 | -0.515 | -265.53 |
| finish | 4528 | 0.114 | 54.5 | -0.408 | -202.63 |
Power and IR drop assume default switching activity.
